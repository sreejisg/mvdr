==> ./design.v <==
`timescale 1ns / 1ps
parameter INPUT_WD=14,    
DBF_OP_WD=64,   
DBF_WOT_OP_WD=64, 
PROBE_WD=4,     
OUT_WD=64,      
ADDR_DEPTH=1024,  
FD_OUT_WD=29,  
ADDR_WD=12,     
IN_RAM_ADDR=10,   
CD_OUT_WD=12,   
FILTER_COFF=16,  
SCAN_LINES=61,       
SAMPLE_COUNT=20,   
DYN_RNG=8,         
M_SAMPLE_COUNT=11, 
N_SAMPLE_COUNT=6,  
SAMPLES_NF=4096,   
TOT_SAMPLES=9431,  
APO_WD=32;          
`timescale 1ns / 1ps
module prf_fpga(
				fclk,
                start,            
                prf
);
input start;
input fclk;
output reg prf;
reg [15:0] count = 10'd0;
always@(posedge fclk)
begin
    if (start==1)
    begin
        if(count >= 16'd0 && count < 16'd100 )
        begin
            prf <= 1'b1;
            count <= count + 16'd1;
        end
        else if(count >= 16'd100 && count < 16'd1150)
        begin
            prf <= 1'b0;
            count <= count + 16'd1;
        end
        else
        begin
            count <= 16'd0;        
        end
    end
    else
    begin
       prf <=1'b0;
       count <=16'd0;
    end            
end
endmodule
==> ./run.sh <==
#!/bin/bash
# OpenROAD 26Q1-2900-gdf79404cd8, Yosys 0.63+post, stock flow scripts
make -C /OpenROAD-flow-scripts/flow DESIGN_CONFIG=/design/flow/config.mk WORK_HOME=/design/flow/orfs finish
==> ./config.mk <==
export PLATFORM = sky130hd
export DESIGN_NAME = prf_fpga
export DESIGN_NICKNAME = prf_fpga
export VERILOG_FILES = /design/flow/design.v
export SDC_FILE = /design/flow/constraint.sdc
export NUM_CORES = 4
export LEC_CHECK = 1
export CORE_AREA = 10 10 77 77
export DIE_AREA = 0 0 87 87
==> ./constraint.sdc <==
current_design prf_fpga

set clk_period 3.3
set clk_io_pct 0.2

create_clock -name clk0 -period $clk_period [get_ports {fclk}]

set non_clock_inputs [all_inputs -no_clocks]
set_input_delay [expr $clk_period * $clk_io_pct] -clock clk0 $non_clock_inputs
set_output_delay [expr $clk_period * $clk_io_pct] -clock clk0 [all_outputs]
==> metrics.yaml <==
setup_path:
  start_kind: "flop"
  cp.depth: 1
  worst-path-buf-inv: 1
  crit_arrival_ns: 1.04
  critPathKind: "flop to output pin"
  slowest_delay_ns: 0.47
  crit_chain: "clkdlybuf4s50_1"
  worst-endpoint-required_ns: 2.64
  cpMaxStageDelayCell: "clkdlybuf4s50_1"
  cp-startpoint: "prf$_SDFFE_PN0P_"
  cpLargestDelayFamily: "buffers and inverters"
  critical_path.max_fanout: 2
  r2r_cells: 4
  r2r-end: "count[10]$_SDFF_PN0_"
  rr_startpoint: "count[12]$_SDFF_PN0_"
  crit_end: "prf"
  critPathCaptureType: "output pin"
  r2r_slack_ns: 1.65
flow_run:
  cap_viol_max_count: 0
  warnings: 27
final_timing:
  setup_slack_ns: 1.598
  finalClockPeriodUsage_pct: 51.58
  setup_viol: 0
  finalHoldViolations: 0
  rsz0062_at_grt: "false"
  tns_ns: 0
  drv_slew: 0
  clock-skew-final_ns: 0.001892
  period_minus_slack_ns: 1.702
  max_freq_mhz: 587.5
yosys:
  ys_area_um2: 691.9
  synth-edff-count: 0
  synthArstFlopShare_pct: 0
  yosys_warnings: 1
  top_cells_by_area: "dfxtp_1 49%, nor2_2 8.1%, xnor2_1 7.6%"
  top_cell_area_share_pct: 49.19
  syn-cell-area_um2: 691.9
  yosysMostFrequentCell: "dfxtp_1"
  ys_seq_share_pct: 49.19
  yosys.cell_types.count: 24
  ys_cells: 67
  flop_cell: "dfxtp_1"
  synthCells: 67
  synth_flops: 17
  synth_area_per_cell_um2: 10.33
  synthTopCellsByCount: "17 x dfxtp_1, 9 x nor2_2, 6 x xnor2_1"
  yosysTopAreaCell: "dfxtp_1"
power_and_ir_drop:
  p_total_w: 0.0003624
  leakage_nw: 0.2814
  power.share.clock_pct: 40.5
  p_sw_w: 0.00006735
  combPwrFrac_pct: 1.4
  seqPwrFrac_pct: 58.1
  cell_internal_pwr_w: 0.0002950
  sw_frac_of_total_pct: 18.59
  ir_drop_v: 0.0002941
  powerDensity_nw_per_um2: 438.2
route:
  drt_iter0_drc: 24
  wl_per_cell_um: 7.641
  vias_per_cell: 3.445
  routed_wl_um: 978
  first_pass_iters: 4
  drc: 0
  diodes: 0
  ant_nets: 0
  dr_total_vias: 441
clock_network:
  clock_sinks: 17
  clock_path_buffers: 2
  clock_latency_ns: 0.24
  tritoncts: "built"
  cts.clk_slew.worst_paths_ns: 0.06
  post_cts_buffers: 0
  numCtsBuffers: 3
  clk_root_buffer_cell: "clkbuf_8"
  ctsResizeCount: 0
  hold_buffers: 0
  htree_levels: 1
global_route:
  overflow: 0
  grtUsageTotal_pct: 2.772
  grt_pass1_vias: 405
  grt_pass1_wl_mm: 1.759
  grt_max_degree: 12
  antenna_found_initial: 0
place:
  gp_congestion: 0.8162
  dp_cells: 124
  place_area_um2: 780.7
  place_ws_ns: 1.436
  port_buffers: 2
  dpl.hpwl_um: 690.8
min_path:
  hold_class: "flop to flop"
floorplan:
  die_w_um: 87
  die_area_um2: 7569
  io_pins: 3
  die_h_um: 87
  row_count: 24
  coreArea_um2: 4354
  initCoreUtil_pct: 15.89
finish:
  stdcell_area_um2: 827.0
  layout-drive-gt1-share_pct: 23.68
  area_growth_pct: 19.53
  fin_cells: 128
run_status:
  outcome: "completed"
[metrics by stage]
stage	util [%]	hold WS, ns
detailed placement	17.93	0.4766
global route	18.99	0.5262
global placement	17.93	0.4723
finish	18.99	0.4924
CTS	18.99	0.4945
floorplan	-	0.4505
[layout by cell type, fill, tap and decap left out, types with 2 or more instances in the layout]
| cell | Yosys | layout |
|---|---|---|
| and3_1 | 2 | 2 |
| clkbuf_8 | 0 | 3 |
| clkdlybuf4s50_1 | 0 | 2 |
| conb_1 | 1 | 5 |
| dfxtp_1 | 17 | 17 |
| ha_1 | 2 | 2 |
| inv_1 | 4 | 4 |
| nand2_1 | 2 | 2 |
| nand3_1 | 3 | 3 |
| nand4_1 | 3 | 3 |
| nor2_1 | 3 | 3 |
| nor2_2 | 9 | 9 |
| nor2_4 | 2 | 2 |
| xnor2_1 | 6 | 6 |
| xor2_1 | 2 | 2 |
[registers in the layout, summed over array words and instances (netlist names)]
register	count
count	16
prf	1
[worst min-delay path by stage]
stage                 slack, ns  cells past startpoint                  end                 from
after CTS                  0.49                      1  count[0]$_SDFF_PN0_  count[0]$_SDFF_PN0_
after global routing       0.53                      1  count[0]$_SDFF_PN0_  count[0]$_SDFF_PN0_
final                      0.49                      1  count[0]$_SDFF_PN0_  count[0]$_SDFF_PN0_
[routing by layer]
layer / global-route usage (%) / routed length, um
met3: 1.321 / 54
met5: 0 / 0
met1: 3.680 / 474
met2: 3.997 / 430
met4: 0.5891 / 19
[power groups by stage]
stage         Sequential [W]  Combinational, W  Clock [W]
finish              0.000210        0.00000503   0.000147
global route        0.000211        0.00000569   0.000166
CTS                 0.000210        0.00000513   0.000153
[kinds of logic after synthesis]
logic type	share of synthesized area, %
flops	49.19
simple gates	25.50
xor+xnor	10.13
compound gates	7.234
buf+inv	3.797
other cells	0.5420
fa+ha+maj	3.616
[layout make-up]
type / instances / area [um^2]
repair buffers: 2 / 20.02
clock inverters: 1 / 5.005
inverters: 4 / 15.01
fillers: 462 / 3527
flip-flops and latches: 17 / 340.3
multi-input cells: 49 / 340.3
clock buffers: 3 / 41.29
well taps: 52 / 65.06
